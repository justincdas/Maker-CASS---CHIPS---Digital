[./run.sh]
#!/bin/bash
# OpenROAD 26Q1-2900-gdf79404cd8, Yosys 0.63+post, stock flow scripts
make -C /OpenROAD-flow-scripts/flow DESIGN_CONFIG=/design/flow/config.mk WORK_HOME=/design/flow/orfs finish
[./config.mk]
export PLATFORM = sky130hd
export DESIGN_NAME = elevator
export DESIGN_NICKNAME = elevator
export VERILOG_FILES = /design/flow/design.v
export SDC_FILE = /design/flow/constraint.sdc
export NUM_CORES = 4
export LEC_CHECK = 1
export CORE_AREA = 10 10 106 106
export DIE_AREA = 0 0 116 116
[./constraint.sdc]
current_design elevator

set clk_period 9.2
set clk_io_pct 0.2

create_clock -name clk0 -period $clk_period [get_ports {clk}]

set non_clock_inputs [all_inputs -no_clocks]
set_input_delay [expr $clk_period * $clk_io_pct] -clock clk0 $non_clock_inputs
set_output_delay [expr $clk_period * $clk_io_pct] -clock clk0 [all_outputs]
[./design.v]
module elevator(
    input wire clk,
    input wire reset,
    input wire [15:0] floor_buttons,  
    input wire door_open_button,
    input wire door_close_button,
    output reg [3:0] current_floor,
    output reg [3:0] floor_indicator,
    output      door_open,
    output     moving_up,
    output     moving_down
);
    localparam [3:0] IDLE = 4'd0;
    localparam [3:0] MOVING_UP = 4'd1;
    localparam [3:0] MOVING_DOWN = 4'd2;
    localparam [3:0] DOOR_OPENING = 4'd3;
    localparam [3:0] DOOR_OPEN = 4'd4;
    localparam [3:0] DOOR_CLOSING = 4'd5;
    reg [3:0] state, next_state;
    reg [5:0] timer;  
    reg [3:0] destination_floor;
    function [3:0] get_destination;
      input [15:0] buttons;
      integer i;
      begin
        get_destination = 0;
        for (i = 0; i < 15; i = i + 1)
          if (buttons[i]) get_destination = i;
      end
    endfunction
    always @(posedge clk or posedge reset) begin
      if (reset) begin
        state <= IDLE;
        timer <= 0;
      end else begin
        state <= next_state;
        if (state == DOOR_OPEN) 
          timer <= (timer < 60) ? timer + 1 : timer;
        else 
          timer <= 0;
      end
    end
    always @(posedge clk or posedge reset) begin
      if (reset) begin
          current_floor <= 4'd0;
      end else begin
        if(next_state == MOVING_UP) begin
          current_floor = current_floor + 4'b1;
        end else if(next_state == MOVING_DOWN) begin
          current_floor = current_floor - 4'b1;
        end
      end
    end
    wire [3:0] destination_floor_next = 
        (((state == IDLE) || (state == DOOR_OPEN) || (state == DOOR_OPENING) || (state == DOOR_CLOSING))
          && 
         (|floor_buttons && floor_buttons != (1 << current_floor))
        ) ? get_destination(floor_buttons)
          : destination_floor;
    always @(posedge clk or posedge reset) begin
      if (reset) begin
          destination_floor <= 4'd0;
      end else begin
           destination_floor <= destination_floor_next;
      end
    end
    assign moving_up   = (state == MOVING_UP);
    assign moving_down = (state == MOVING_DOWN);
    assign door_open   = (state == DOOR_OPEN);
    always @(*) begin
        next_state = state;
        floor_indicator = (1 << current_floor);
        case(state)
            IDLE: begin
                if (door_open_button) begin
                    next_state = DOOR_OPENING;
                end else  if (destination_floor_next > current_floor) begin
                    next_state = MOVING_UP;
                end else  if (destination_floor_next < current_floor) begin
                    next_state = MOVING_DOWN;
                end
            end
            MOVING_UP: begin
              if (current_floor == destination_floor) begin
                  next_state = DOOR_OPENING;
              end
            end
            MOVING_DOWN: begin
                if (current_floor == destination_floor) begin
                    next_state = DOOR_OPENING;
                end
            end
            DOOR_OPENING: begin
                next_state = DOOR_OPEN;
            end
            DOOR_OPEN: begin
                if (door_close_button || timer >= 60 || |floor_buttons) begin
                    next_state = DOOR_CLOSING;
                end
            end
            DOOR_CLOSING: begin
                if (door_open_button) begin
                    next_state = DOOR_OPENING;
                end else  if (destination_floor_next > current_floor) begin
                    next_state = MOVING_UP;
                end else  if (destination_floor_next < current_floor) begin
                    next_state = MOVING_DOWN;
                end else begin
                    next_state = IDLE;
                end
            end
        endcase
    end
endmodule
==> summary.rpt <==
IMPLEMENTATION SUMMARY REPORT
----------------------------------------------------
[Setup path]
  Data required time of the worst path ........................ 9390 ps
  Category of the most critical setup path ........................ in -> reg
  Family with the most delay on the worst path ........................ AND-OR/OR-AND gates
  Kind of capture point of the worst setup path ........................ register
  Crit path from ........................ floor_buttons[5]
  Worst Path Arrival ........................ 6860 ps
  Crit path largest cell delay ........................ 550 ps
  Startpoint class of the critical path ........................ input pin
  Reg2Reg Depth ........................ 17
  Slowest cell on the critical path ........................ sky130_fd_sc_hd__clkdlybuf4s50_1
  Register-to-register path setup slack ........................ 3780 ps
  Crit-path cells ........................ clkdlybuf4s50_1 -> nor3b_1 -> nor4_1 -> or4_1 -> a2111oi_2 -> a31o_4 -> mux2_4 -> ha_1 -> and4_1 -> a211o_1 -> and4b_1 -> or2_2 -> ha_1 -> a21o_1 -> a21o_1 -> a2111o_1 -> mux2i_1 -> xnor2_1
  Endpoint of the worst register-to-register path ........................ current_floor[3]
  Buffers and inverters on the worst path ........................ 1
  Launch instance of the worst register-to-register path ........................ current_floor[3]
  Depth of the critical timing path with buffers and inverters included ........................ 18
  Capture point of the worst path ........................ current_floor[3]
  Largest fanout on the critical path ........................ 6

[Clock tree]
  Count of clock tree sinks ........................ 20
  Reg clk slew, reported paths ........................ 70 ps
  Postcts setup bufs ........................ 0
  TritonCTS clock tree ........................ yes
  PostCTS Resize Cnt ........................ 0
  Library cell used as clock root buffer ........................ sky130_fd_sc_hd__clkbuf_8
  Level count of the clock H-tree ........................ 1
  Quantity of hold-fixing buffers added after cts ........................ 0
  Number of buffers between clock root and the deepest sink ........................ 2
  CTS Buf Count ........................ 3
  Worst skew pair latency ........................ 260 ps

[Floorplan]
  Fraction of the core area occupied by cells at floorplan ........................ 19.1%
  DIE WIDTH ........................ 116 µm
  Floorplan die height ........................ 116 µm
  Area of the die ........................ 0.0135 mm²
  Row count ........................ 34
  Count of boundary I/O pins ........................ 31
  Core footprint ........................ 0.00885 mm²

[Drt]
  Total length of routed wires ........................ 4420 µm
  Remaining routing DRC violations ........................ 0
  Number of antenna repair diodes ........................ 0
  Iteration count of the initial detailed-routing pass ........................ 4
  Final antenna-violating net count ........................ 0
  Initial DRC Count ........................ 117
  Via count ........................ 1537
  Drt via density ........................ 4.70
  Wire per inst ........................ 13.5 µm

[Yosys]
  Largest cells by area after synthesis ........................ sky130_fd_sc_hd__dfrtp_1 28%, sky130_fd_sc_hd__ha_1 5.2%, sky130_fd_sc_hd__xnor2_1 4.7%, sky130_fd_sc_hd__nor3_1 3.9%, sky130_fd_sc_hd__mux2i_1 3.6%
  Number of cells in Yosys stat ........................ 192
  Proportion of register bits with asynchronous set or reset after synthesis ........................ 100%
  Netlist area before placement ........................ 0.00169 mm²
  Total of warnings raised by yosys ........................ 1
  Dominant cell area share ........................ 28.2%
  Post-synth tally of flip-flops with integrated enable ........................ 0
  Mean Syn Cell Area ........................ 8.78 µm²
  Dominant register cell in the synthesized netlist ........................ sky130_fd_sc_hd__dfrtp_1
  Yosys stat chip area ........................ 0.00169 mm²
  Synth Instances ........................ 192
  Cell taking the most area after synthesis ........................ sky130_fd_sc_hd__dfrtp_1
  Synthesized registers ........................ 20
  Number of different library cells in the post-synthesis netlist ........................ 55
  Share of synthesized area occupied by flip-flops and latches ........................ 29.7%

[Cells and area]
  Area growth syn-to-layout ........................ 26.4%
  Layout cell share with drive strength beyond 1 ........................ 7.76%
  Final design instance area without fill ........................ 0.00213 mm²

[Flow run]
  Max capacitance violation total ........................ 0
  Number of OpenROAD warnings ........................ 25

[Timing]
  Ratio of final minimum period to clock period ........................ 72.5%
  Final worst hold slack ........................ 509 ps
  Setup repair after global routing missed its margin ........................ false
  Worst slew margin relative to its limit ........................ 45.0%
  Number of setup violations in the final report ........................ 0
  Final tally of hold violations ........................ 0
  Largest clock skew in the final design ........................ 0.811 ps
  Peak Freq ........................ 150 MHz
  Worst-Margin Slew ........................ 825 ps
  Fin. max-slew vios ........................ 0
  Post-layout min period ........................ 6670 ps
  Total negative slack ........................ 0 ps

[GRT]
  Vias in the first global route ........................ 1523
  Gr ovfl total ........................ 0
  Wire length of the first global-routing pass ........................ 7450 µm
  Maximum number of pins on one net before global-route repair ........................ 24
  Overall track demand over capacity in global routing ........................ 6.67%
  Initial antenna violation count ........................ 0

[Status]
  Run status ........................ finished clean

[Power]
  Pwr Density ........................ 281 mW/mm²
  Final total power ........................ 599 µW
  Highest ir drop seen on vdd ........................ 0.0865 mV
  Leakage power figure ........................ 0.000860 µW

[Placement]
  Final HPWL DP ........................ 3400 µm
  Cell Area, Placed ........................ 0.00208 mm²
  Number of I/O port buffers ........................ 30
  Routability Congestion ........................ 0.918

[Hold path]
  Worst min path class ........................ reg -> reg

----------------------------------------------------
## Yosys cell counts, drive strengths merged, types with 2 or more instances
| master | instances |
|---|---|
| nor2b | 3 |
| a31o | 2 |
| ha | 7 |
| mux2i | 6 |
| nor3b | 4 |
| xor2 | 2 |
| o22ai | 5 |
| mux2 | 4 |
| o31ai | 3 |
| xnor2 | 9 |
| a21o | 3 |
| a21oi | 8 |
| or4 | 2 |
| clkbuf | 3 |
| nor3 | 13 |
| nand2b | 4 |
| o21ai | 6 |
| nand2 | 12 |
| inv | 12 |
| a211o | 3 |
| nor4b | 2 |
| nand3 | 3 |
| buf | 4 |
| nor4 | 4 |
| or2 | 4 |
| and3b | 4 |
| a31oi | 4 |
| dfrtp | 19 |
| nand4b | 2 |
| a211oi | 2 |
| nor2 | 13 |
| nand4 | 4 |
## report_power, final
| part | internal, µW | total [µW] | switching [µW] |
|---|---|---|---|
| sequential | 115 | 185 | 70.3 |
| combinational | 191 | 345 | 154 |
| clock | 38.1 | 67.9 | 29.8 |
## stage by stage
stage / util (%) / instances / worst slack (ps)
detailed placement: 23.5 / 323 / 2240
global placement: 23.5 / 323 / 2280
floorplan: - / 192 / 3020
global route: 24.1 / 327 / 2300
finish: 24.1 / 327 / 2530
CTS: 24.1 / 327 / 2530
## registers in the layout, summed over array words and instances, names as in the netlist
signal,cells
current_floor,4
destination_floor,4
state,6
timer,6
## how the worst min path moves through the flow
stage                    start       end  cells after the start
after CTS             timer[4]  timer[4]                      1
after global routing  timer[4]  timer[4]                      1
final                 timer[4]  timer[4]                      1
## layout by cell type (no fill, tap or decap), types with 5 or more instances in the layout
master | netlist | layout
sky130_fd_sc_hd__a21oi_1 | 8 | 8
sky130_fd_sc_hd__inv_1 | 10 | 10
sky130_fd_sc_hd__nor3_1 | 13 | 13
sky130_fd_sc_hd__o21ai_0 | 5 | 5
sky130_fd_sc_hd__nand2_1 | 12 | 12
sky130_fd_sc_hd__dfrtp_1 | 19 | 19
sky130_fd_sc_hd__clkdlybuf4s50_1 | 0 | 30
sky130_fd_sc_hd__nor2_1 | 13 | 13
sky130_fd_sc_hd__xnor2_1 | 9 | 9
sky130_fd_sc_hd__mux2i_1 | 6 | 6
sky130_fd_sc_hd__ha_1 | 7 | 7
sky130_fd_sc_hd__o22ai_1 | 5 | 5
## routing by layer
layer | vias up | GRT usage [%] | wire length, µm
met5 | - | 0 | 0
met2 | 35 | 11.8 | 2260
met3 | 6 | 1.10 | 199
met4 | 0 | 1.00 | 60
li1 | 768 | - | -
met1 | 728 | 8.53 | 1900
## logic make-up after synthesis
family	count (synthesis)	share of synthesized area [%]
adders and majority gates	8	6.38
muxes	10	6.90
DFF	20	29.7
xor gates and xnor gates	11	5.71
and+or+nand+nor	79	26.4
buffers and inverters	19	5.34
AOI/OAI and AO/OA	45	19.5
## cell type report
class,count,area [µm²]
clock buffer,4,55.1
multi-input combinational,153,1090
sequential,20,502
fill,938,6720
tap,108,135
inverter,12,45.0
timing repair buffer,30,300
Power is estimated from default activity; no workload was simulated.
