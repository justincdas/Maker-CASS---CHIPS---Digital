[./config.mk]
export PLATFORM = sky130hd
export DESIGN_NAME = pwm
export DESIGN_NICKNAME = pwm
export VERILOG_FILES = /design/flow/design.v
export SDC_FILE = /design/flow/constraint.sdc
export NUM_CORES = 4
export LEC_CHECK = 1
export CORE_AREA = 10 10 78 78
export DIE_AREA = 0 0 88 88
[./constraint.sdc]
current_design pwm

set clk_period 1.9
set clk_io_pct 0.2

create_clock -name clk0 -period $clk_period [get_ports {clk}]

set non_clock_inputs [all_inputs -no_clocks]
set_input_delay [expr $clk_period * $clk_io_pct] -clock clk0 $non_clock_inputs
set_output_delay [expr $clk_period * $clk_io_pct] -clock clk0 [all_outputs]
[./design.v]
module pwm (
            input            clk,
            input            rst_n,
            output reg [3:0] pwm_out
           );
  reg [6:0] cntr = 0;
  always@ (posedge clk, negedge rst_n) begin
    if(rst_n == 1'b0) begin
      cntr    <= 7'b0;
      pwm_out <= 4'b0;
    end else begin
      cntr <= cntr+1;
      if (cntr < 100) begin
        pwm_out[0] <= (cntr < 25 ) ? 1'b1 : 1'b0;
        pwm_out[1] <= (cntr < 50 ) ? 1'b1 : 1'b0;
        pwm_out[2] <= (cntr < 75 ) ? 1'b1 : 1'b0;
        pwm_out[3] <= (cntr < 90 ) ? 1'b1 : 1'b0;
      end else  begin
        cntr <= 0;
      end
   end
  end
endmodule
[./run.sh]
#!/bin/bash
# OpenROAD 26Q1-2900-gdf79404cd8, Yosys 0.63+post, stock flow scripts
make -C /OpenROAD-flow-scripts/flow DESIGN_CONFIG=/design/flow/config.mk WORK_HOME=/design/flow/orfs finish
==> run notes <==
flow finished, numbers: Setup Viol. Count Final 0, final design utilization 0.146, Hold Fails Final Rpt 0, worst stage delay on the critical path roughly 0.47 ns, Clk pin slew, worst setup/hold paths 0.05 ns, Ys Warns 1, CTS tree built, clock buffer depth 2, hpwl dp slightly above 700 µm, Post-Place Cell Area between 500 and 600 µm², Slew headroom 0.682, IO Pins 6, initial DRC count approximately 56, leakage power roughly 0.24 nW, Init Core Util 0.118, min cycle time layout 1.45 ns, CP bufs+invs 1, Worst Path Arrival 1.07 ns, critical path type flop to output pin, Die Wd between 80 and 90 µm, vias per inst approximately 3.5, CP max stage cell clkdlybuf4s50_1, Yosys Chip Area ~520 µm², CTS resizes 0, # H-tree levels 1, largest net degree at the start of global routing 12, Initial DRT Pass Iterations 4, Setup crit end kind output pin, ys cells ~49, CP Cell Sequence clkdlybuf4s50_1, CTS Buf Count 3, Post-DRT Antenna Nets 0, Seq/Total Area, Yosys 0.529, critical path startpoint category flop, CTS Hold Bufs 0, core area 4410 µm², Crit path max-delay family buffers and inverters, Sink Count 11, Slew @ Worst Pin approximately 0.47 ns, port buffer count 5, GPL Wtd Cong about 0.81, Die H between 80 and 90 µm, MaxCap Viol Count 0, FMAX about 0.7 GHz, RSZ-0062 raised after global routing false, Inst Count DP around 100, gr ovfl total 0, number of library cell types mapped by synthesis 22, WL final 973 µm, cells after synthesis 49, vias in the first global route around 370, Final Cycle Share 0.765, antenna violations before repair 0, Top Layout Cells dfrtp_1 (11), nor2_1 (7), clkdlybuf4s50_1 (5), Reg2Reg Setup Slack 0.62 ns, synthesis-to-layout area growth 23.6%, setup tns final 0 ns, CP Max Fanout 2, status finished, final reports clean, syn_area_per_cell 10.6 µm², Cell Area, Synth about 520 µm², Power Density 720 nW/µm², Hold Path Class flop to flop, Max IR drop VDD ~0.00018 V, final cell count without fillers between 100 and 150, drc violations 0, Post-Layout Inst Area between 600 and 700 µm², CTS root buf clkbuf_8, diode count 0, global-route wire length before repair 1730 µm, Yosys reg bits 11, Post-CTS Setup Inserts 0, share of cells above drive strength 1 0.0755, most frequent logic cell in the layout dfrtp_1, post-layout power roughly 0.46 mW, total count of max-transition violations in the final report 0, clk_skew around 0.004 ns, GRT Total Usage 0.0279, die area just under 8000 µm², routed length per instance 9.27 µm, Clk Latency, worst-skew pair 0.23 ns, Vias approximately 370, Critical Path RT 1.52 ns, Placement Rows 24, tool warnings 25
==> flip-flops by register name (all words and copies together), names as in the netlist <==
| register | cells |
|---|---|
| cntr | 7 |
| pwm_out | 4 |
==> metal layers <==
layer / vias up / wire [µm] / global-route usage
met4: 0 / 11 / 0.00435
li1: 183 / - / -
met5: - / 0 / 0
met3: 2 / 86 / 0.0215
met1: 175 / 500 / 0.0374
met2: 6 / 374 / 0.0351
==> cell usage after synthesis <==
cell	count	area, µm²
a21oi_1	1	5.00
a31oi_1	1	6.26
and3_1	2	12.5
buf_2	3	15.0
buf_6	2	22.5
dfrtp_1	11	275
ha_1	1	12.5
nand2_1	4	15.0
nand2_2	1	6.26
nand3_1	1	5.00
nor2_1	7	26.3
nor2b_1	2	12.5
o2111ai_1	1	8.76
o211ai_1	1	7.51
o21ai_0	1	5.00
o21ai_1	1	5.00
o311a_1	2	20.0
o311ai_0	2	17.5
o31ai_1	1	7.51
o41ai_1	1	8.76
xnor2_1	2	17.5
xor2_1	1	8.76
==> power by group <==
group	switching, mW	internal (mW)
Combinational	0.00419	0.00181
Clock	0.0760	0.146
Sequential	0	0.235
==> stage by stage <==
stage                     worst slack [ns]  hold WS, ns
final                                0.447        0.474
after global routing                 0.396        0.519
after CTS                            0.433        0.482
after detailed placement             0.633        0.469
after global placement               0.655        0.477
after floorplan                      0.686       0.0844
==> cell type report <==
type	instances	area, µm²
clock buffer	4	45.0
sequential	11	275
timing repair buffer	5	50.0
tap	52	65.1
multi-input combinational	33	208
fill	476	3770
==> kinds of logic after synthesis <==
family          count (synthesis)  synth area share
fa+ha+maj                       1            0.0240
xor+xnor                        3            0.0505
compound gates                 12             0.175
simple gates                   17             0.149
buf+inv                         5            0.0721
flops                          11             0.529
==> final timing paths <==
| kind | start | endpoint | cells after the start |
|---|---|---|---|
| setup / recovery | pwm_out[3] | pwm_out[3] | 1 |
| setup reg to reg | cntr[3] | pwm_out[3] | 3 |
| max in group asynchronous | rst_n | cntr[1] | 1 |
| hold / removal | pwm_out[0] | pwm_out[0] | 2 |
| hold reg to reg | pwm_out[0] | pwm_out[0] | 2 |
| min in group asynchronous | rst_n | pwm_out[3] | 1 |
No activity file was given, so power comes from the tool's default toggle rates.
